==> /design/flow/design.v <==
module bus_wit_mux #(parameter N = 8)(
    input wire [N-1:0] data_in_1, data_in_2,
    input wire clk, select,                
    output wire [N-1:0] bus,        
    output wire [N-1:0] data_out_1, data_out_2 
);
    parameter not_min_rise = 2;
    parameter not_typ_rise = 3;
    parameter not_max_rise = 4;
    parameter not_min_fall = 1;
    parameter not_typ_fall = 2;
    parameter not_max_fall = 3;
    parameter and_min_rise = 5;
    parameter and_typ_rise = 6;
    parameter and_max_rise = 7;
    parameter and_min_fall = 4;
    parameter and_typ_fall = 5;
    parameter and_max_fall = 6;
    parameter or_min_rise = 4;
    parameter or_typ_rise = 5;
    parameter or_max_rise = 6;
    parameter or_min_fall = 3;
    parameter or_typ_fall = 4;
    parameter or_max_fall = 5;
    reg [N-1:0] data_out_1_reg, data_out_2_reg;
    wire not_select;
    not #(not_max_rise: not_typ_rise: not_min_rise,
          not_max_fall: not_typ_fall: not_min_fall) (not_select, select);
    genvar i;
    generate
      for (i = 0; i < N; i = i + 1) begin : mux_bits
        wire a1, a2;
        and #(and_max_rise: and_typ_rise: and_min_rise,
              and_max_fall: and_typ_fall: and_min_fall) (a1, not_select, data_in_1[i]);
        and #(and_max_rise: and_typ_rise: and_min_rise,
              and_max_fall: and_typ_fall: and_min_fall) (a2, select, data_in_2[i]);
        or  #(or_max_rise: or_typ_rise: or_min_rise,
              or_max_fall: or_typ_fall: or_min_fall) (bus[i], a1, a2);
      end
    endgenerate
    always @(bus) begin
      if (select == 1'b1) data_out_1_reg <= bus;
    end
    always @(bus) begin
      if (select == 1'b0) data_out_2_reg <= bus;
    end
    assign data_out_1 = data_out_1_reg;
    assign data_out_2 = data_out_2_reg;
endmodule
==> /design/flow/run.sh <==
#!/bin/bash
# OpenROAD 26Q1-2900-gdf79404cd8, Yosys 0.63+post, stock flow scripts
make -C /OpenROAD-flow-scripts/flow DESIGN_CONFIG=/design/flow/config.mk WORK_HOME=/design/flow/orfs finish
==> /design/flow/config.mk <==
export PLATFORM = sky130hd
export DESIGN_NAME = bus_wit_mux
export DESIGN_NICKNAME = bus_wit_mux
export VERILOG_FILES = /design/flow/design.v
export SDC_FILE = /design/flow/constraint.sdc
export NUM_CORES = 4
export LEC_CHECK = 1
export CORE_AREA = 10 10 70 70
export DIE_AREA = 0 0 80 80
==> /design/flow/constraint.sdc <==
current_design bus_wit_mux

set clk_period 1.0
set clk_io_pct 0.2

create_clock -name clk0 -period $clk_period

set non_clock_inputs [all_inputs -no_clocks]
set_input_delay [expr $clk_period * $clk_io_pct] -clock clk0 $non_clock_inputs
set_output_delay [expr $clk_period * $clk_io_pct] -clock clk0 [all_outputs]
==> run notes <==
yosys + openroad results -> Avg Inst Size Synth=14.9 sq um, Pwr Total=338 uW, pre-CTS WS=-0.830 ns, distinct lib cells=4, met3 wire len=132 um, die width=80 um, Peak Freq=0.940 GHz, Arr. time, crit path=0.86 ns, worst path bufs/invs=3, status=finished with violations, endpoints failing setup=8, Mapped Cells=25, Slew HR=95.8%, Peak VDD IR=72.2 uV, count of tool warnings=35, first-pass GRT wire length=2180 um, DR iter-0 viols=0, Syn Std Cell Area=372 sq um, top sig layer=met3, WL/cell=11.5 um, RSZ-0062 raised after global routing=yes, ys flops=16, CORE AREA=0.00342 sq mm, I/O Pins=42, worst path cell trace=buf_12 -> buf_12 -> mux2_4 -> buf_6, share of cells above drive strength 1=38.5%, CP most frequent cell=buf_12, PortBufs=41, Slew Viols, Final=0, Yosys Warn Count=1, GR Overflow Total=0, Worst Tran Pin Value=0.0633 ns, critical path's largest stage delay=0.31 ns, CP Capture Type=primary output, DRT Pass-1 Iters=1, # Cells Yosys=25, Leak=0.000478 uW, setup ws final=-0.0643 ns, total wire length=1420 um, number of vias after detailed routing=378, Final Wtd Congestion=0.633, area delta synth->final=156%, Detail Route met2 WL=863 um, Chip Area, Yosys=372 sq um, P per Cell Area=354 mW/mm^2, # Max-Cap Violations=0, Layout Utilization=27.9%, vias in the first global route=402, Non-Filler Instances=124, Final Hold Vio Count=0, Post-CTS Hold Buffers=0, die area=0.00640 sq mm, HP Class=primary input to primary output, Filler cells=372, initial antenna violation count=0, post-route minimum period=1.06 ns, WL met1=425 um, cell family contributing the most delay on the critical path=buffers and inverters, placed cell count=115, All-Layer GR Usage=4.17%, # rows=21, placed cell area=871 sq um, FP Util=10.9%, Vias/cell=3.05, worst setup path category=primary input to primary output, crit start category=primary input, Worst path slowest cell=mux2_4, crit path max fanout=6, most frequent cells in the layout=dlygate4sd2_1, clkdlybuf4s50_1, buf_4, DRC Markers=0, WP data required=0.80 ns, Final Cycle Share=106%, register pins left without a clock=16, die height=80 um, design area=952 sq um, pin count of the biggest net entering global routing=13, failing checks=setup timing, n_diodes=0, endpoints left unconstrained=32, Detail Route Antenna Nets=0
## tightest hold or removal path, stage by stage
cell and delay, ns:
dlygate4sd2_1 0.19, mux2_4 0.14, buf_2 0.08
## power breakdown
part / total, uW / internal (uW) / switching (uW)
clock network: 0 / 0 / 0
registers: 63.3 / 57.6 / 5.75
logic: 274 / 210 / 64.5
total: 338 / 267 / 70.2
## stage by stage
| stage | TNS (ns) | hold slack, ns |
|---|---|---|
| final | -0.426 | 0.808 |
| after global routing | -0.548 | 0.819 |
| after CTS | -0.509 | 0.813 |
| after detailed placement | -6.57 | 1.45 |
| after global placement | -6.53 | 1.46 |
| after floorplan | 0 | 0.516 |
## routing by layer
| layer | vias up | track usage [%] |
|---|---|---|
| li1 | 189 | - |
| met1 | 177 | 3.91 |
| met2 | 12 | 8.99 |
| met3 | 0 | 1.02 |
| met4 | 0 | 0 |
| met5 | - | 0 |
## logic make-up (layout without fill, tap and decap cells)
family	Yosys count	count (layout)	synth area share, %
buffers and inverters	1	54	3.03
latches	16	16	64.6
muxes	8	8	32.3
## worst paths after layout
| check | start | end | slack [ns] | cells after the start |
|---|---|---|---|---|
| hold / removal | data_in_2[2] | bus[2] | 0.81 | 3 |
| setup / recovery | select | bus[7] | -0.06 | 4 |
## synth_stat cells (all sizes together)
cell type  n  area, sq um
mux2       8          120
buf        1         11.3
dlxtp      8          120
dlxtn      8          120
## layout make-up
class / instances / area [sq um] / share of cell area, %
multi-input combinational: 8 / 120 / 12.6
sequential: 16 / 240 / 25.2
tap: 46 / 57.6 / 6.04
timing repair buffer: 54 / 534 / 56.1
## what timing repair did
action	CTS	global route
gates resized	50	2
endpoints found under the setup margin	8	8
buffers inserted	5	2
cloned	2	0
Power figures rest on the tool's default switching activity, not on a simulated workload.
