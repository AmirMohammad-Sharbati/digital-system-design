<file path="flow/run.sh">
#!/bin/bash
# OpenROAD 26Q1-2900-gdf79404cd8, Yosys 0.63+post, stock flow scripts
make -C /OpenROAD-flow-scripts/flow DESIGN_CONFIG=/design/flow/config.mk WORK_HOME=/design/flow/orfs finish
</file>
<file path="flow/config.mk">
export PLATFORM = sky130hd
export DESIGN_NAME = mult
export DESIGN_NICKNAME = mult
export VERILOG_FILES = /design/flow/design.v
export SDC_FILE = /design/flow/constraint.sdc
export NUM_CORES = 4
export LEC_CHECK = 1
export CORE_UTILIZATION = 30
</file>
<file path="flow/constraint.sdc">
current_design mult

set clk_period 8.6
set clk_io_pct 0.2

create_clock -name clk0 -period $clk_period

set non_clock_inputs [all_inputs -no_clocks]
set_input_delay [expr $clk_period * $clk_io_pct] -clock clk0 $non_clock_inputs
set_output_delay [expr $clk_period * $clk_io_pct] -clock clk0 [all_outputs]
</file>
<file path="flow/design.v">
`timescale 1ns/1ps
module mult (p, x, y);
	parameter width=8;
	parameter N = 8/2;
	input[width-1:0]x, y;
	output[width+width-1:0]p;
	reg [2:0] cc[N-1:0];
	reg [width:0] pp[N-1:0];
	reg [width+width-1:0] spp[N-1:0];
	reg [width+width-1:0] prod;
	wire [width:0] inv_x;
	integer kk,ii;
	assign inv_x = {~x[width-1],~x}+1;
	always @ (x or y or inv_x)
	begin
		cc[0] = {y[1],y[0],1'b0};
		for(kk=1;kk<N;kk=kk+1)
			cc[kk] = {y[2*kk+1],y[2*kk],y[2*kk-1]};
		for(kk=0;kk<N;kk=kk+1) 
		begin
			case(cc[kk])  
				3'b001 , 3'b010 : pp[kk] = {x[width-1],x};
				3'b011 : pp[kk] = {x,1'b0};
				3'b100 : pp[kk] = {inv_x[width-1:0],1'b0};
				3'b101 , 3'b110 : pp[kk] = inv_x;
				default : pp[kk] = 0;
			endcase
			spp[kk] = $signed(pp[kk]);
			for(ii=0;ii<kk;ii=ii+1)
				spp[kk] = {spp[kk],2'b00};
		end  
		prod = spp[0];
		for(kk=1;kk<N;kk=kk+1)
			prod = prod + spp[kk];
	end
	assign p = prod;
endmodule
</file>
==> report_table.html <==
<p>Metrics extracted from the flow reports.</p>
<table>
<tr><th>Metric</th><th>Value</th></tr>
<tr><th colspan="2">Routing</th></tr>
<tr><td>Remaining design rule violation count</td><td>0</td></tr>
<tr><td>Detail-routed via count per cell</td><td>5.29</td></tr>
<tr><td>Number of nets with antenna violations after detailed routing</td><td>0</td></tr>
<tr><td>Iter 0 DRT Violations</td><td>169</td></tr>
<tr><td>Pre-antenna DRT Iters</td><td>5</td></tr>
<tr><td>Routed Wire Length</td><td>6780 um</td></tr>
<tr><td>Final antenna diode count</td><td>0</td></tr>
<tr><td>Per-cell routed wire length</td><td>about 14 um</td></tr>
<tr><td>Total via count after detailed routing</td><td>2,629</td></tr>
<tr><th colspan="2">Pwr</th></tr>
<tr><td>Peak supply drop</td><td>0.144 mV</td></tr>
<tr><td>Leakage power</td><td>1.43 nW</td></tr>
<tr><td>Power Dens Cells</td><td>between 150 and 200 mW/mm^2</td></tr>
<tr><th colspan="2">GRT</th></tr>
<tr><td>GRT Residual Overflow</td><td>0</td></tr>
<tr><td>Wire length of the first global-routing pass</td><td>11,800 um</td></tr>
<tr><td>Total global-route track usage</td><td>17.6%</td></tr>
<tr><td>Largest net degree at the start of global routing</td><td>36</td></tr>
<tr><td>Number of global-route vias before repair</td><td>approximately 2,500</td></tr>
<tr><td>Number of antenna violations at the first check in global routing</td><td>0</td></tr>
<tr><th colspan="2">Timing</th></tr>
<tr><td>Setup repair after global routing missed its margin</td><td>no</td></tr>
<tr><td>Slack of the critical path</td><td>0.282 ns</td></tr>
<tr><td>Number of pins exceeding their max-slew limit in the final report</td><td>0</td></tr>
<tr><td>Number of setup violations in the final report</td><td>0</td></tr>
<tr><td>Actual slew at the worst max-slew pin</td><td>0.537 ns</td></tr>
<tr><td>Number of hold violations in the final report</td><td>0</td></tr>
<tr><td>Fmax achieved</td><td>120 MHz</td></tr>
<tr><td>Max_slew headroom</td><td>between 60 and 70%</td></tr>
<tr><td>Min Tclk post-route</td><td>approximately 8.3 ns</td></tr>
<tr><td>Final worst path period share</td><td>a little over nine tenths</td></tr>
<tr><th colspan="2">Worst hold path</th></tr>
<tr><td>Worst hold path depth</td><td>4</td></tr>
<tr><td>Kind of path behind the tightest hold check</td><td>in2out</td></tr>
<tr><td>Hold path start</td><td>x[0]</td></tr>
<tr><td>End point of the worst hold path</td><td>p[1]</td></tr>
<tr><th colspan="2">Finish</th></tr>
<tr><td>Number of flip-flops and latches</td><td>0</td></tr>
<tr><td>Total of clock buffers placed in the layout</td><td>0</td></tr>
<tr><td>Register Area</td><td>0 um^2</td></tr>
<tr><td>Area overhead of the layout relative to synthesis</td><td>34.1%</td></tr>
<tr><td>Non-filler cells in the finished layout</td><td>497</td></tr>
<tr><td>Fraction of final layout cells sized beyond drive strength 1</td><td>~20%</td></tr>
<tr><td>Fill cell total of the finished layout</td><td>roughly 800</td></tr>
<tr><td>Logic area</td><td>between 0.002 and 0.0025 mm^2</td></tr>
<tr><th colspan="2">Setup path</th></tr>
<tr><td>Critical Setup Path Class</td><td>in2out</td></tr>
<tr><td>Arrival time reported for the critical path endpoint</td><td>6.60 ns</td></tr>
<tr><td>Worst Setup End Kind</td><td>output pin</td></tr>
<tr><td>Data required time of the worst path</td><td>6.88 ns</td></tr>
<tr><td>Critical path fanouts, max</td><td>5</td></tr>
<tr><td>Category of the worst setup path launch point</td><td>input pin</td></tr>
<tr><th colspan="2">Synthesis</th></tr>
<tr><td>Post-Syn Area per Cell</td><td>approximately 7 um^2</td></tr>
<tr><td>Register area share after synthesis</td><td>0%</td></tr>
<tr><td>Netlist area before placement</td><td>0.00237 mm^2</td></tr>
<tr><td>Syn. warnings</td><td>4</td></tr>
<tr><td>Cells after synthesis</td><td>333</td></tr>
<tr><td>Chip area in the Yosys report</td><td>0.00237 mm^2</td></tr>
<tr><td># Cells Yosys</td><td>roughly 330</td></tr>
<tr><td>Distinct cells, synth</td><td>57</td></tr>
<tr><th colspan="2">Floorplan</th></tr>
<tr><td>FP Core Util</td><td>30.9%</td></tr>
<tr><td>Row count</td><td>32</td></tr>
<tr><td>Chip area</td><td>around 0.0083 mm^2</td></tr>
<tr><td>I/O pin count</td><td>32</td></tr>
<tr><td>Horizontal die dimension</td><td>91.0 um</td></tr>
<tr><td>Core outline area</td><td>just under 0.008 mm^2</td></tr>
<tr><td>Die Y</td><td>91.0 um</td></tr>
<tr><th colspan="2">Placed design</th></tr>
<tr><td>Setup WS pre-CTS</td><td>-0.0674 ns</td></tr>
<tr><td>Half-perimeter wire length after placement</td><td>around 5700 um</td></tr>
<tr><td>Placed Cells</td><td>497</td></tr>
<tr><td>Final weighted congestion in routability-driven placement</td><td>0.961</td></tr>
<tr><td>Number of port buffers</td><td>32</td></tr>
<tr><th colspan="2">Flow run</th></tr>
<tr><td>Max_cap viols</td><td>0</td></tr>
<tr><td>Warning total across the stage logs</td><td>32</td></tr>
<tr><th colspan="2">Outcome</th></tr>
<tr><td>Run status</td><td>completed</td></tr>
<tr><th colspan="2">CTS</th></tr>
<tr><td>Count of hold buffers inserted by post-cts repair</td><td>0</td></tr>
</table>
[stage by stage]
step | TNS [ns] | total power (W) | area (um^2) | utilization [%] | hold WS [ns]
2_1_floorplan | 0 | 0.000286 | 2370 | - | 3.49
3_3_place_gp | -0.205 | 0.000552 | 3130 | 40.7 | 4.58
3_5_place_dp | -0.0674 | 0.000556 | 3130 | 40.7 | 4.59
4_1_cts | 0 | 0.000562 | 3140 | 40.9 | 4.59
5_1_grt | 0 | 0.000641 | 3190 | 41.4 | 4.29
6_report | 0 | 0.000564 | 3190 | 41.4 | 4.26
[cells in the mapped netlist (3+ instances only)]
cell,count,share of area [%]
nor2b_1,7,1.8
inv_1,24,3.8
o21ai_0,23,4.8
nand3_1,6,1.3
a21o_1,8,2.5
xnor2_1,15,5.5
xor2_1,9,3.3
nand2b_1,8,2.1
a221oi_1,6,2.2
mux2i_1,6,2.5
nor3_1,7,1.5
nor2_1,25,4.0
nand2_1,32,5.1
a21oi_1,16,3.4
or3_1,3,0.79
ha_1,17,9.0
o221ai_1,5,1.8
o32ai_1,3,1.1
o31a_1,3,1.1
a22oi_1,11,3.5
buf_2,4,0.84
clkbuf_1,13,2.1
buf_1,3,0.47
and3_1,4,1.1
or2_2,4,1.1
fa_1,19,16
and2_1,6,1.6
a31oi_1,3,0.79
[layout by cell type (no fill, tap or decap), types with 3 or more instances in the layout]
master / netlist / layout
a21o_1: 8 / 8
a21oi_1: 16 / 15
a221oi_1: 6 / 6
a22oi_1: 11 / 11
and2_1: 6 / 6
and3_1: 4 / 4
buf_4: 2 / 54
clkdlybuf4s50_1: 0 / 30
fa_1: 19 / 19
ha_1: 17 / 17
inv_1: 24 / 24
mux2i_1: 6 / 5
nand2_1: 32 / 32
nand2b_1: 8 / 8
nand3_1: 6 / 6
nor2_1: 25 / 24
nor2b_1: 7 / 7
nor3_1: 7 / 7
o21ai_0: 23 / 22
o221ai_1: 5 / 4
o31a_1: 3 / 3
o32ai_1: 3 / 3
or2_2: 4 / 4
xnor2_1: 15 / 15
xor2_1: 9 / 9
[timing repair]
action,in CTS,in global routing
setup endpoints to repair,1,3
buffers inserted,0,0
resized,6,10
pin swaps,1,1
[worst max-delay path, stage by stage]
cell,delay (ns)
clkdlybuf4s50_1,0.43
buf_4,0.15
or3_4,0.37
buf_4,0.16
o31a_1,0.24
or2_1,0.28
buf_4,0.17
o32ai_1,0.26
a31oi_1,0.10
fa_1,0.52
inv_1,0.05
fa_1,0.47
ha_1,0.32
buf_4,0.15
and2_1,0.13
o2111ai_1,0.17
nand3_1,0.14
a21oi_2,0.17
xnor2_1,0.13
clkdlybuf4s50_1,0.47
[worst max-delay path by stage]
stage / from / end / depth (start not counted)
4_1_cts: x[0] / p[15] / 21
5_1_grt: x[1] / p[13] / 21
6_report: x[1] / p[14] / 20
[cell families (layout without fill, tap and decap cells)]
family	Yosys count	after routing	share of synthesized area [%]
AND-OR/OR-AND	103	103	30.4
XOR/XNOR	24	24	8.85
adder cells (fa/ha/maj)	36	36	25.0
buffers and inverters	50	112	9.11
multiplexers	7	7	3.00
AND/OR/NAND/NOR	113	113	23.7
[cell type report]
| cell class | count | share of cell area, % |
|---|---|---|
| multi-input cells | 283 | 69.5 |
| repair buffers | 87 | 23.6 |
| well taps | 102 | 4.01 |
| inverters | 25 | 2.95 |
[metal layers]
metal | part of all wire, % | vias up | GRT usage [%]
li1 | - | 1323 | -
met1 | 48 | 1203 | 26.4
met2 | 46 | 97 | 29.9
met3 | 4.5 | 6 | 0.425
met4 | 0.78 | 0 | 1.19
met5 | 0 | - | 0
[where the power goes]
part           total, W  switching, W  internal, W  leakage [nW]
logic          0.000564      0.000231     0.000333          1.43
registers             0             0            0             0
clock network         0             0            0             0
total          0.000564      0.000231     0.000333          1.43
Power figures rest on the tool's default switching activity, not on a simulated workload.
